===== design/flow/run.sh =====
#!/bin/bash
# OpenROAD 26Q1-2900-gdf79404cd8, Yosys 0.63+post, stock flow scripts
make -C /OpenROAD-flow-scripts/flow DESIGN_CONFIG=/design/flow/config.mk WORK_HOME=/design/flow/orfs finish

===== design/flow/config.mk =====
export PLATFORM = sky130hd
export DESIGN_NAME = divider
export DESIGN_NICKNAME = divider
export VERILOG_FILES = /design/flow/design.v
export SDC_FILE = /design/flow/constraint.sdc
export NUM_CORES = 4
export LEC_CHECK = 1
export CORE_UTILIZATION = 40

===== design/flow/constraint.sdc =====
current_design divider

set clk_period 4.4
set clk_io_pct 0.2

create_clock -name clk0 -period $clk_period [get_ports {clk}]

set non_clock_inputs [all_inputs -no_clocks]
set_input_delay [expr $clk_period * $clk_io_pct] -clock clk0 $non_clock_inputs
set_output_delay [expr $clk_period * $clk_io_pct] -clock clk0 [all_outputs]

===== design/flow/design.v =====
module controller(MSB,zero_flag,overflow_flag,Co,start,clk,rst,selA,selB,ldA,ldB,ldQ,shL,sel_out,init_counter,inc_counter,selTRI,done);
	input MSB,zero_flag,overflow_flag,Co,start,clk,rst;
	output selA,selB,ldA,ldB,ldQ,shL,sel_out,init_counter,inc_counter,selTRI,done;
	reg selA,selB,ldA,ldB,ldQ,shL,sel_out,init_counter,inc_counter,selTRI,done;
	reg [3:0] ps,ns;
	always @(posedge clk)begin
		if(rst)
			ps <= 4'd0;
		else
			ps <= ns;
	end
	always @(ps,start)begin
		ns=4'd0;
		case(ps)
			4'd0:ns = start?4'd1:4'd0;
			4'd1:ns = 4'd2;
			4'd2:ns = 4'd3;
			4'd3:ns = 4'd4;
			4'd4:ns = (zero_flag|overflow_flag)?4'd0:4'd5;
			4'd5:ns = 4'd6;
			4'd6:ns = MSB?4'd8:4'd7;
			4'd7:ns = 4'd11;
			4'd8:ns =4'd9;
			4'd9:ns = 4'd10;
			4'd10:ns = 4'd11;
			4'd11:ns = Co?4'd12:4'd5;
			4'd12:ns = 4'd13;
			4'd13:ns = 4'd0;
			default:ns = 4'd0;
		endcase
	end
	always @(ps)begin
		{selA,selB,ldA,ldB,ldQ,shL,sel_out,done,init_counter,inc_counter,selTRI}=11'd0;
		case(ps)
			4'd0:;
			4'd1:{selB,ldB} = 2'b01;
			4'd2:{selA,ldA}=2'b01;
			4'd3:ldQ = 1'b1;
			4'd4:init_counter = 1'b1;
			4'd5:shL = 1'b1;
			4'd6:;
			4'd7:{selA,selB,ldA,ldB,inc_counter} = 5'b11111;
			4'd8:{selA,ldA} = 2'b11;
			4'd9:;
			4'd10:{selA,ldA,inc_counter} = 3'b111;
			4'd11:;
			4'd12:{selTRI,sel_out,done}=3'b101;
			4'd13:{selTRI,sel_out,done}=3'b111;
		endcase
	end
endmodule
module data_path(bus_in,selA,selB,selTRI,ldA,ldB,ldQ,shL,sel_out,init_counter,inc_counter,clk,rst,out,tri_in,zero_flag,overflow_flag,MSB,Co);
	input[4:0]bus_in;
	input selA,selB,selTRI,ldA,ldB,ldQ,shL,sel_out,init_counter,inc_counter,clk,rst;
	output[4:0]out,tri_in;
	output zero_flag,overflow_flag,MSB,Co;
	wire zero_flag,overflow_flag;
	wire [5:0]Q_out,result,A_in,A_out;
	wire [4:0]B_out,B_in;
	up_counter counter(clk,rst,init_counter,inc_counter,Co);
	divide_zero check_zero(Q_out,zero_flag);
	comparator check_overflow(A_out,Q_out,overflow_flag);
	tri_state TRI(tri_in,selTRI,out);
	register6 Q({0,bus_in},clk,rst,ldQ,Q_out);
	mux2to1_6 M_A({0,bus_in},result,selA,A_in);
	mux2to1_5 M_B(bus_in,{B_out[4:1],1'b1},selB,B_in);
	shift_register5 B(B_in,0,clk,rst,ldB,shL,B_out);
	shift_register6 A(A_in,B_out[4],clk,rst,ldA,shL,A_out);
	add_sub ADD_SUB(A_out,Q_out,result);
	mux2to1_5 M_out(A_out[4:0],B_out,sel_out,tri_in);
	assign MSB = result[5];
endmodule
module divider(bus_in,clk,rst,start,bus_out,done,zero_flag,overflow_flag);
	input [4:0]bus_in;
	input clk,rst,start;
	output [4:0]bus_out;
	output done,zero_flag,overflow_flag;
	wire selA,selB,ldA,ldB,ldQ,shL,sel_out,init_counter,inc_counter,Co,MSB;
	wire [4:0]out;
	data_path DATA_PATH(bus_in,selA,selB,selTRI,ldA,ldB,ldQ,shL,sel_out,init_counter,inc_counter,clk,rst,out,tri_in,zero_flag,overflow_flag,MSB,Co);
	controller CONTROLLER(MSB,zero_flag,overflow_flag,Co,start,clk,rst,selA,selB,ldA,ldB,ldQ,shL,sel_out,init_counter,inc_counter,selTRI,done);
	assign bus_out = out;
endmodule
module register6 (pi, clk, rst, load, po);
	input[5:0] pi;
	input clk, rst, load;
	output[5:0]po;
	reg[5:0]po;
	always @ (posedge clk, posedge rst)begin
	  if(rst)
	     po <= 6'd0;
	  else if(load)
	     po <= pi;
	end
endmodule
module shift_register5 (pi, ser_in, clk, rst, load, shL, po);
	input[4:0] pi;
	input clk, rst, load, shL, ser_in;
	output[4:0]po;
	reg[4:0]po;
	always @ (posedge clk, posedge rst)begin
	  if(rst)
	     po <= 5'd0;
	  else if(load)
	     po <= pi;
	  else if(shL)
	     po <= {po[3:0],ser_in};
	end
endmodule
module shift_register6 (pi, ser_in, clk, rst, load, shL, po);
	input[5:0] pi;
	input clk, rst, load, shL, ser_in;
	output[5:0]po;
	reg[5:0]po;
	always @ (posedge clk, posedge rst)begin
	  if(rst)
	     po <= 6'd0;
	  else if(load)
	     po <= pi;
	  else if(shL)
	     po <= {po[3:0],ser_in};
	end
endmodule
module adder(a,b,cin,sum,co);
	input [5:0]a,b;
	input cin;
	output [5:0]sum;
	output co;
	assign {co,sum}=a+b+cin;
endmodule
module add_sub(A, B, result);
	input[5:0]A,B;
	output[5:0]result;
	wire co;
	wire[5:0]out,complement;
	wire [5:0]C;
	assign C[5] = B[5] ^ ~A[5];
	assign C[4] = B[4] ^ ~A[5];
	assign C[3] = B[3] ^ ~A[5];
	assign C[2] = B[2] ^ ~A[5];
	assign C[1] = B[1] ^ ~A[5];
	assign C[0] = B[0] ^ ~A[5];
	adder ADD_2(C,{6'b0},~A[5],complement,co);
	adder ADD(A,complement,0,out,co);
	assign result=out;
endmodule
module mux2to1_5(a,b,s,w);
	input [4:0] a,b;
	input s;
	output [4:0]w;
	assign w=(~s)?a:
		 (s)?b:5'bx;
endmodule
module mux2to1_6(a,b,s,w);
	input [5:0] a,b;
	input s;
	output [5:0] w;
	assign w=(~s)?a:
		 (s)?b:6'bx;
endmodule
module divide_zero(Q,zero_flag);
	input[5:0]Q;
	output zero_flag;
	assign zero_flag = ~|Q;
endmodule
module comparator(A,Q,overflow_flag);
	input[5:0]A,Q;
	output overflow_flag;
	assign overflow_flag = (A >= Q)?1'b1:1'b0;
endmodule
module tri_state(tri_in,selTRI,tri_out);
	input [4:0]tri_in;
	input selTRI;
	output[4:0]tri_out;
	assign tri_out = (selTRI)?tri_in:5'bz;
endmodule
module up_counter(clk,rst,init_counter,inc_counter,Co);
	input clk,rst,init_counter,inc_counter;
	output Co;
	reg [2:0]count;
	always @(posedge clk)begin
		if(rst)
			count<=3'b0;
		else
			if(init_counter)
				count<=3'b0;
			else
				if(inc_counter)
					count<=count+1;
	end
	assign Co=(count==5)?1'b1:1'b0;
endmodule

==> ci_impl_report.md <==
## Implementation flow summary

| Metric | Value |
|---|---|
| CP cell instances | xnor2_1 > ha_1 > nand2_1 > nand2_1 > a21oi_1 > xnor2_1 > ha_1 > a21o_1 > or4_4 > a31oi_4 > or4b_1 > o21bai_1 |
| Cell type with the largest total area | dfrtp_1 |
| I/O pin count | 16 |
| Max VDD drop | 250.5 uV |
| RSZ-0062 raised after global routing | false |
| Count of final max-slew check failures | 0 |
| Fraction of registers with async set/reset | 0.4848 |
| Post-synth EDFFs | 0 |
| Hold crit path type | register to register |
| FP Util | 0.4262 |
| Root buf cell | clkbuf_8 |
| Cell Type Count | 50 |
| Register area | 740.7 um2 |
| Syn_area_per_cell | 9.005 um2 |
| Leakage | 0.0008896 uW |
| Slew HR | 0.5795 |
| Final setup vio count | 0 |
| Synthesized flop and latch total | 33 |
| Post-Layout Cell Count | 309 |
| Post_cts resized | 0 |
| Via Count | 1646 |
| Ant diodes | 0 |
| Post-DRT Antenna Nets | 0 |
| Die Y | 73.65 um |
| Synth cell count leaders | 21 x nand2_1, 17 x a21oi_1, 17 x dfxtp_1, 17 x nor2_1, 16 x dfrtp_1 |
| Chip area | 5424 um2 |
| Largest net degree at the start of global routing | 18 |
| Wire per inst | 14.76 um |
| Post-CTS Setup Inserts | 0 |
| Area Growth Syn to Fin | 14.38% |
| Power per standard cell area | 554.4 nW/um2 |
| Drt drc | 0 |
| # Max-Cap Violations | 0 |
| Critical path class | register to register |
| Drt via density | 5.327 |
| Area reported by Yosys stat | 2053 um2 |
| CTS buffer count | 5 |
| Yosys simple share | 0.2121 |
| Critical path's slowest cell | or4_4 |
| Gr usage total | 0.1925 |
| Critical path buffers and inverters | 0 |
| Grt total ovfl | 0 |
| Longest Clk Path Bufs | 2 |
| CP Data Arrival Time | 3.51 ns |
| DP Worst Slack | 1.164 ns |
| Fraction of layout cells with a size suffix above 1 | 0.08678 |
| Crit share post-route | 0.7485 |
| Skew final | 0.004570 ns |
| Multiplexer share | 0.05667 |
| Worst hold slack | 0.4453 ns |
| Cell area leaders | dfrtp_1 20%, dfxtp_1 17%, ha_1 8.5% |
| R2R cell count | 12 |
| Clock sinks | 33 |
| Post-layout min period | 3.293 ns |
| I/O Buffers | 15 |
| Seq share, synth | 0.3608 |
| Fill count | 489 |
| CP Launch Type | register |
| Setup TNS | 0 ns |
| Placed cell count | 301 |
| Final hold viol count | 0 |
| Number of global-route vias before repair | 1516 |
| AO/OA Area Share | 0.1913 |
| Kind of end point of the critical path | register |
| Comb gate area | 1236 um2 |
| Critical path fanouts, max | 7 |
| Most frequent cell after synthesis | nand2_1 |
| Cts hold-fix bufs | 0 |
| Synth Area in Adders | 0.09506 |
| Synthesized netlist cell count | 228 |
| Worst Setup Slack, final | 1.107 ns |
| Skew-Pair Late Insertion Delay | 0.29 ns |
| Clock Pin Slew Worst Setup and Hold Paths | 0.07 ns |
| Status | complete, no violations |
| Slew @ Worst Pin | 0.6299 ns |
| Share of Yosys cell area claimed by the top area cell type | 0.1950 |
| Hold Crit Depth | 1 |
| Tool warnings | 28 |
| Peak Freq | 303.7 MHz |
| Ys cells | 228 |
| Number of H-tree levels | 2 |
| First-pass GRT wire length | 7672 um |
| DR iter-0 viols | 50 |
| Core area | 4817 um2 |
| Main logic family | simple AND/OR/NAND/NOR gates |
| Hpwl dp | 3364 um |
| Initial antenna violation count | 0 |
| Crit-path leading delay family | simple AND/OR/NAND/NOR gates |
| Dominant register cell | dfxtp_1 |
| Synthesized area | 2053 um2 |
| WP depth | 12 |
| CP required | 4.62 ns |
| Drt first pass iters | 4 |
| CTS tree | done |
| Die width | 73.65 um |
| Yosys warning tally | 14 |
| Largest stage delay on the critical path | 0.54 ns |
| Placer Congestion | 0.8578 |
| Xor/xnor share | 0.04692 |
| Row cnt | 25 |
| Final Routed Wirelength | 4560 um |
[sequential cells by signal, summed over array words and instances, names as in the netlist]
register                 cells
DATA_PATH.M_B.s              1
CONTROLLER.ldA               1
DATA_PATH.M_out.s            1
CONTROLLER.shL               1
done                         1
DATA_PATH.M_A.s              1
DATA_PATH.A.po               6
CONTROLLER.ps                4
CONTROLLER.ldQ               1
CONTROLLER.init_counter      1
DATA_PATH.B.po               5
DATA_PATH.counter.count      3
CONTROLLER.inc_counter       1
DATA_PATH.Q.po               5
CONTROLLER.ldB               1
[logic make-up after synthesis]
group / after synthesis
AND-OR/OR-AND: 61
AND/OR/NAND/NOR: 78
adder cells (fa/ha/maj): 15
multiplexers: 11
flip-flops: 33
buffers and inverters: 19
XOR/XNOR: 11
[where the power goes]
group,internal [uW],switching (uW)
clock,127,116
sequential,357,87.1
combinational,316,300
total,799,503
[worst reg2reg max path, delay by kind of cell (launching register included)]
family,cells,cell delay [ns]
flip-flops,1,0.47
AND/OR/NAND/NOR,4,1.16
AND-OR/OR-AND,4,0.77
adder cells (fa/ha/maj),2,0.52
XOR/XNOR,2,0.31
[metal layers]
metal	share of wire	up-vias	track usage
met5	0	-	0
met4	0.012	0	0.01923
met3	0.042	6	0.03329
met2	0.40	28	0.2599
met1	0.55	777	0.3386
li1	-	835	-
[layout by cell type, fill, tap and decap left out, types with 3 or more instances in the layout]
master            n
nor2_1           17
a21oi_1          17
dfxtp_1          17
clkdlybuf4s50_1  15
nand2b_1         10
o21ai_1           5
ha_1             14
a211oi_1          7
nor2b_1           6
inv_1             8
mux2_2            5
nor3_1            6
nand2_1          21
mux2i_1           6
xnor2_1           9
clkbuf_8          6
o21ai_0          11
dfrtp_1          16
a21o_1            4
o211ai_1          3
[metrics by stage]
step	util	cell area (um2)	total power, uW
floorplan	-	2053	879.4
global placement	0.4675	2252	1066
detailed placement	0.4675	2252	1061
CTS	0.4875	2349	1316
global route	0.4875	2349	1424
finish	0.4875	2349	1302
[worst paths after layout]
path | startpoint | to | slack, ns
max | DATA_PATH.A.po[5]$_DFFE_PP0P_ | CONTROLLER.inc_counter$_DFF_P_ | 1.11
min | CONTROLLER.init_counter$_SDFF_PP0_ | DATA_PATH.counter.count[0]$_SDFFE_PP0P_ | 0.45
max reg2reg | DATA_PATH.A.po[5]$_DFFE_PP0P_ | CONTROLLER.inc_counter$_DFF_P_ | 1.11
min reg2reg | CONTROLLER.init_counter$_SDFF_PP0_ | DATA_PATH.counter.count[0]$_SDFFE_PP0P_ | 0.45
max in group asynchronous | rst | DATA_PATH.A.po[1]$_DFFE_PP0P_ | 3.07
min in group asynchronous | rst | DATA_PATH.A.po[5]$_DFFE_PP0P_ | 1.13
[cell type report]
| class | count | share of cell area |
|---|---|---|
| Timing Repair Buffer | 16 | 0.06713 |
| Clock buffer | 6 | 0.03516 |
| Inverter | 9 | 0.01438 |
| Sequential cell | 33 | 0.3154 |
| Multi-Input combinational cell | 176 | 0.5264 |
| Clock inverter | 2 | 0.005860 |
| Tap cell | 67 | 0.03570 |
Power figures rest on the tool's default switching activity, not on a simulated workload.
